File: design/flow/design.v
module alu16bit (
  input clk,                 
  input reset,               
  input [2:0] operation,     
  input [15:0] operand_A,
  input [15:0] operand_B,
  output reg [31:0] result, 
  output reg carry_flag,
  output reg zero_flag
);
parameter [2:0] ADD  = 3'b000,
                SUB  = 3'b001,
                MUL  = 3'b010,
                AND  = 3'b011,
                OR   = 3'b100,
                NAND = 3'b101,
                NOR  = 3'b110,
                XOR  = 3'b111;
reg [31:0] alu_result;  
reg alu_carry;
reg alu_zero;
always @(*) begin
  alu_result = 32'b0;
  alu_carry  = 1'b0;
  alu_zero   = 1'b0;
  case (operation)
    ADD: begin
      {alu_carry, alu_result} = {1'b0, operand_A} + {1'b0, operand_B};
      alu_zero = (alu_result[15:0] == 16'b0);
    end
    SUB: begin
      {alu_carry, alu_result} = {1'b0, operand_A} - {1'b0, operand_B};
      alu_zero = (alu_result[15:0] == 16'b0);
    end
    MUL: begin
      alu_result = operand_A * operand_B;   
      alu_zero = (alu_result == 32'b0);
    end
    AND: begin
      alu_result = {16'b0, (operand_A & operand_B)};
      alu_zero = (alu_result[15:0] == 16'b0);
    end
    OR: begin
      alu_result = {16'b0, (operand_A | operand_B)};
      alu_zero = (alu_result[15:0] == 16'b0);
    end
    NAND: begin
      alu_result = {16'b0, ~(operand_A & operand_B)};
      alu_zero = (alu_result[15:0] == 16'b0);
    end
    NOR: begin
      alu_result = {16'b0, ~(operand_A | operand_B)};
      alu_zero = (alu_result[15:0] == 16'b0);
    end
    XOR: begin
      alu_result = {16'b0, (operand_A ^ operand_B)};
      alu_zero = (alu_result[15:0] == 16'b0);
    end
    default: begin
      alu_result = 32'b0;
      alu_carry  = 1'b0;
      alu_zero   = 1'b1;
    end
  endcase
end
always @(posedge clk) begin
  if (reset) begin
    result     <= 32'b0;
    carry_flag <= 1'b0;
    zero_flag  <= 1'b0;
  end else begin
    result     <= alu_result;
    carry_flag <= alu_carry;
    zero_flag  <= alu_zero;
  end
end
endmodule
File: design/flow/config.mk
export PLATFORM = sky130hd
export DESIGN_NAME = alu16bit
export DESIGN_NICKNAME = alu16bit
export VERILOG_FILES = /design/flow/design.v
export SDC_FILE = /design/flow/constraint.sdc
export NUM_CORES = 4
export LEC_CHECK = 1
export CORE_UTILIZATION = 30
File: design/flow/run.sh
#!/bin/bash
# OpenROAD 26Q1-2900-gdf79404cd8, Yosys 0.63+post, stock flow scripts
make -C /OpenROAD-flow-scripts/flow DESIGN_CONFIG=/design/flow/config.mk WORK_HOME=/design/flow/orfs finish
File: design/flow/constraint.sdc
current_design alu16bit

set clk_period 13.7
set clk_io_pct 0.2

create_clock -name clk0 -period $clk_period [get_ports {clk}]

set non_clock_inputs [all_inputs -no_clocks]
set_input_delay [expr $clk_period * $clk_io_pct] -clock clk0 $non_clock_inputs
set_output_delay [expr $clk_period * $clk_io_pct] -clock clk0 [all_outputs]
==> flow_metrics.tcl <==
# place-and-route summary
set metrics [dict create \
    status "finished, final reports clean" \
    critPathKind "in2reg" \
    clock.fmax_mhz 97.0 \
    yosysTopAreaCell "fa_1" \
    finalHoldViolCount 0 \
    coreArea_sq_um 41100 \
    cp_max_fo 12 \
    gr-usage-met3_pct 8.47 \
    use_met2_pct 35.0 \
    cts_resized 0 \
    rows 74 \
    peakVddDrop_v 0.000294 \
    arrival_ns 10.52 \
    hold_path.class "in2reg" \
    fin_crit_ns 10.31 \
    grt.busiest_layer "met2" \
    end_kind "flip-flop" \
    fa_ha_area_share_pct 46.2 \
    drt-total-wl_mm 45.3 \
    ios 71 \
    p_per_area_nw_per_um2 275 \
    relSlewSlack_pct 35.8 \
    utilization_pct 33.9 \
    finalInstanceArea_sq_um 14000 \
    p_clk_share_pct 3.4 \
    final.setup.tns_ns 0 \
    syn_inst 1602 \
    diodes 0 \
    cts_hold_buf 0 \
    power_switching_mw 2.27 \
    cts_sinks 34 \
    final_min_period_over_clock_period_pct 75.2 \
    wl_per_cell_microns 21.0 \
    path_buffers 7 \
    p_total_mw 3.83 \
    vias_per_cell 5.30 \
    yosysWarnings 1 \
    postPlaceCellArea_sq_um 13800 \
    grt_pass1_wl_mm 70.1 \
    die_width_microns 207 \
    ant_nets 0 \
    maxCapViolCount 0 \
    seq_power_share_pct 3.3 \
    top_cell_area_share_pct 31.1 \
    edf_count 0 \
    cp-start-kind "input port" \
    critPathRequiredTime_ns 13.91 \
    ys_area_sq_um 12600 \
    tritoncts "built" \
    setup_violations 0 \
    grtUsageTotal_pct 22.9 \
    logic_family "adder cells" \
    drive_gt1_share_pct 3.38 \
    ys_cells 1602 \
    cts.reportedPaths.clkPinSlew_ns 0.06 \
    post_cts_buffers 0 \
    ys_sh_mux_pct 0.903 \
    grt_max_degree 40 \
    rsz0062_at_grt "no" \
    grt_antenna_before_repair 0 \
    pwr-share-comb_pct 93.3 \
    cts_buffers 5 \
    cts_max_path_buffers 2 \
    warning_count 57 \
    drc 0 \
    drtIter0Drc 699 \
    vias 11400 \
    dp_hpwl_mm 37.0 \
    async_flop_share_pct 0 \
    root_buffer "clkbuf_16" \
    synth_area_sq_um 12600 \
    h-tree-depth 2 \
    place.gp.congestion 1.00 \
    yosysUniqueCellTypes 79 \
    p_int_mw 1.56 \
    timing_worst_slew_pin_value_ns 0.956 \
    yosys.stat.seqShare_pct 5.40 \
    area_growth_pct 10.7 \
    grt.overflow.total 0 \
    cp_slowest_stage_delay_ns 1.04 \
    power.leakage_nw 6.59 \
    ys.flops 34 \
    fp.dieArea_sq_um 42800 \
    dieHeight_microns 207 \
    grt_pass1_vias 11600 \
    cp_slowest_cell "clkdlybuf4s50_1" \
    drt_first_pass_iters 18 \
    swShare_pct 59.2 \
    ys_sh_simple_pct 18.5 \
    initCoreUtil_pct 30.7 \
    yosysMostFrequentCell "inv_1" \
    gr-usage-met1_pct 31.9 \
    syn_area_per_cell_sq_um 7.87 \
    port_buffers 70 \
    slew_viol_final 0 \
    ys_sh_aoi_pct 13.8 \
    xor_share_pct 3.68 \
    cp_top_family "adder cells" \
    top_cells_by_area "fa_1, ha_1, inv_1" \
    top_cells_by_count "inv_1, fa_1, nand2_1, nor2_1, ha_1" \
    flop_cell "dfxtp_1" \
]
## power by group through the flow
stage / registers [mW] / clock network (mW) / logic (mW)
4_1_cts: 0.127 / 0.133 / 3.56
5_1_grt: 0.128 / 0.137 / 3.99
6_report: 0.126 / 0.130 / 3.58
## metal layers
layer,vias to the layer above,share of wire [%],wire (microns)
met5,-,0,0
met1,5584,42,19100
met2,545,44,20100
li1,5225,-,-
met3,75,11,5110
met4,0,2.3,1030
## layout make-up
type,count,area (sq um)
inverters,293,1100
repair buffers,92,866
fillers,4337,27200
clock buffers,5,125
multi-input cells,1199,10500
well taps,532,666
clock inverters,3,45.0
flip-flops and latches,34,681
## worst paths after layout
check	endpoint	depth (start not counted)	from
setup / recovery	zero_flag	25	operand_A[7]
hold / removal	result[4]	3	reset
## metrics by stage
step                worst slack [ns]  hold slack, ns  std cells
global placement                3.29            3.40       2150
floorplan                       5.12            3.00       1602
detailed placement              3.19            3.40       2150
global route                    3.02            3.26       2158
CTS                             3.45            3.23       2158
finish                          3.39            3.23       2158
## state kept, by name (all words and copies together), names as in the netlist
signal	count
carry_flag	1
zero_flag	1
result	32
## placed cells by master (no fill, tap or decap), drive strengths merged, types with 10 or more instances in the layout
master and instances:
a21o 12, nand4 21, nor3 33, nor4 15, dfxtp 34, xor2 24
xnor2 29, a31oi 11, buf 22, a21oi 70, nor2 187, a211oi 16
o21ai 59, inv 286, fa 196, nand2 194, or3 12, ha 152
o21a 12, clkdlybuf4s50 70, o21bai 10, nand3 19
## cell families after synthesis
logic type,count (synthesis)
AND-OR/OR-AND,261
XOR/XNOR,53
adder cells (fa/ha/maj),348
buffers and inverters,369
flip-flops,34
multiplexers,11
AND/OR/NAND/NOR,526
Power and IR drop assume default switching activity.
